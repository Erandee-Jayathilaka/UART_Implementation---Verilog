[design/flow/constraint.sdc]
current_design uart

set clk_period 4.7
set clk_io_pct 0.2

create_clock -name clk0 -period $clk_period [get_ports {clock_i}]

set non_clock_inputs [all_inputs -no_clocks]
set_input_delay [expr $clk_period * $clk_io_pct] -clock clk0 $non_clock_inputs
set_output_delay [expr $clk_period * $clk_io_pct] -clock clk0 [all_outputs]
[design/flow/run.sh]
#!/bin/bash
# OpenROAD 26Q1-2900-gdf79404cd8, Yosys 0.63+post, stock flow scripts
make -C /OpenROAD-flow-scripts/flow DESIGN_CONFIG=/design/flow/config.mk WORK_HOME=/design/flow/orfs finish
[design/flow/design.v]
module uart #(
  parameter CLOCK_DIVIDER_WIDTH = 16
) (
  input reset_i,
  input clock_i,
 input serial_i, 
  output serial_o,
 input [7:0] data_i,
   output [7:0] data_o,
  input write_i,
  output write_busy_o,
output read_ready_o,
input ack_i
);
reg [CLOCK_DIVIDER_WIDTH:0] clock_divider_i = 5208;
reg two_stop_bits_i = 1'b0;
reg parity_bit_i = 1'b0;
reg parity_even_i = 1'b0;
uart_tx #(
  .CLOCK_DIVIDER_WIDTH(CLOCK_DIVIDER_WIDTH)
)
uart_tx (
  .reset_i(~reset_i),
  .clock_i(clock_i),
  .write_i(~write_i),
  .two_stop_bits_i(two_stop_bits_i),
  .parity_bit_i(parity_bit_i),
  .parity_even_i(parity_even_i),
  .clock_divider_i(clock_divider_i),
  .data_i(data_i),
  .busy_o(write_busy_o),
  .serial_o(serial_o)
);
uart_rx #(
  .CLOCK_DIVIDER_WIDTH(CLOCK_DIVIDER_WIDTH)
)
uart_rx (
  .reset_i(~reset_i),
  .clock_i(clock_i),
  .ack_i(~ack_i),
  .parity_bit_i(parity_bit_i),
  .parity_even_i(parity_even_i),
  .serial_i(serial_i),
  .clock_divider_i(clock_divider_i),
  .data_o(data_o),
  .ready_o(read_ready_o)
);
endmodule
module uart_rx #(
  parameter CLOCK_DIVIDER_WIDTH = 16
) (
  input reset_i,
  input clock_i,
  input [CLOCK_DIVIDER_WIDTH - 1:0] clock_divider_i,
  input serial_i,
  output reg [7:0] data_o = 8'h00,
  output reg ready_o = 1'b0,
  input ack_i,
  input parity_bit_i,
  input parity_even_i
);
localparam STATE_IDLE = 0;
localparam STATE_RECEIVE_PACKET = 1;
localparam STATE_VALIDATE_PACKET = 2;
localparam START_BIT_NUM = 6'd0;
localparam PARITY_BIT_NUM = 4'd9;
reg [1:0] state = STATE_IDLE;
reg [CLOCK_DIVIDER_WIDTH - 1:0] bit_timer = 0;
reg [5:0] select_packet_bit = 0;
reg parity_bit = 1'b0;
reg parity_even = 1'b0;
reg ack_has_triggered = 1'b0;
reg [11:0] packet = 12'h000;
wire [CLOCK_DIVIDER_WIDTH - 1:0] bit_timer_start_value = clock_divider_i - 1'd1;
wire [CLOCK_DIVIDER_WIDTH - 1:0] sample_position = clock_divider_i / 2'd2;
wire [3:0] total_bits_to_receive = 4'd10 + parity_bit;
wire start_bit_valid = packet[0] == 1'b0;
wire [3:0] stop_bit_offset = parity_bit ? PARITY_BIT_NUM + 1'd1 : PARITY_BIT_NUM;
wire stop_bit_valid = packet[stop_bit_offset] == 1'b1;
wire even_parity_value =
  1'h01 & (
    packet[8] +
    packet[7] +
    packet[6] +
    packet[5] +
    packet[4] +
    packet[3] +
    packet[2] +
    packet[1]
  );
wire even_parity_valid = packet[PARITY_BIT_NUM] == even_parity_value;
wire odd_parity_valid = packet[PARITY_BIT_NUM] == ~even_parity_value;
wire parity_valid = parity_bit
  ? (parity_even ? even_parity_valid : odd_parity_valid)
  : 1'b1;
wire packet_valid =
  start_bit_valid &&
  parity_valid &&
  stop_bit_valid;
always @ (posedge reset_i, posedge clock_i) begin
  if (reset_i) begin
    state <= STATE_IDLE;
    data_o <= 8'h00;
    ready_o <= 1'b0;
    bit_timer <= 0;
    select_packet_bit <= 0;
    packet <= 12'h000;
    parity_bit <= 1'b0;
    parity_even <= 1'b0;
    ack_has_triggered <= 1'b0;
  end
  else begin
    if (!ack_i)
      ack_has_triggered <= 1'b0;
    if (ack_i && !ack_has_triggered) begin
      ready_o <= 1'b0;
      ack_has_triggered <= 1'b1;
    end
    case (state)
      STATE_IDLE:
        begin
          bit_timer <= bit_timer_start_value;
          select_packet_bit <= 0;
          if (!serial_i && clock_divider_i >= 2'd2) begin
            packet <= 12'h000;
            parity_bit <= parity_bit_i;
            parity_even <= parity_even_i;
            state <= STATE_RECEIVE_PACKET;
          end
        end
      STATE_RECEIVE_PACKET:
        begin
          if (bit_timer == sample_position) begin
            packet[select_packet_bit] <= serial_i;
            select_packet_bit <= select_packet_bit + 1'd1;
            if (select_packet_bit == START_BIT_NUM && serial_i == 1'b1)
              state <= STATE_IDLE;
            else if (select_packet_bit >= total_bits_to_receive - 1'd1)
              state <= STATE_VALIDATE_PACKET;
          end
          if (bit_timer != 0)
            bit_timer <= bit_timer - 1'd1;
          else
            bit_timer <= bit_timer_start_value;
        end
      STATE_VALIDATE_PACKET:
        begin
          if (packet_valid && !ready_o) begin
            data_o <= packet[8:1];
            ready_o <= 1'b1;
          end
          state <= STATE_IDLE;
        end
      default:
        state <= STATE_IDLE;
    endcase
  end
end
endmodule
module uart_tx #(
  parameter CLOCK_DIVIDER_WIDTH = 16
) (
  input reset_i,
  input clock_i,
  input [CLOCK_DIVIDER_WIDTH - 1:0] clock_divider_i,
  output reg serial_o = 1'b1,
  input [7:0] data_i,
  input write_i,
  output busy_o,
  input two_stop_bits_i,
  input parity_bit_i,
  input parity_even_i
);
localparam STATE_POST_RESET = 0;
localparam STATE_IDLE = 1;
localparam STATE_SEND_PACKET = 2;
reg [1:0] state = STATE_POST_RESET;
reg [CLOCK_DIVIDER_WIDTH - 1:0] bit_timer = 0;
reg [3:0] select_packet_bit = 0;
reg [7:0] data = 8'h00;
reg two_stop_bits = 1'b0;
reg parity_bit = 1'b0;
reg parity_even = 1'b0;
reg write_has_triggered = 1'b0;
wire [11:0] packet;
wire [CLOCK_DIVIDER_WIDTH - 1:0] clock_divider;
wire [CLOCK_DIVIDER_WIDTH - 1:0] bit_timer_start_value;
wire [3:0] total_bits_to_send = 4'd10 + two_stop_bits + parity_bit;
wire even_parity_value =
  1'h01 & (
    packet[8] +
    packet[7] +
    packet[6] +
    packet[5] +
    packet[4] +
    packet[3] +
    packet[2] +
    packet[1]
  );
assign busy_o = (state == STATE_IDLE && !reset_i) ? 1'b0 : 1'b1;
assign clock_divider = (clock_divider_i > 0) ? clock_divider_i - 1'd1 : 1'd0;
assign bit_timer_start_value = clock_divider;
assign packet[0] = 1'b0;  
assign packet[8:1] = data;
assign packet[9] = parity_bit
  ? (parity_even ? even_parity_value : ~even_parity_value)  
  : 1'b1;  
assign packet[11:10] = 2'b11;  
always @ (posedge reset_i, posedge clock_i) begin
  if (reset_i) begin
    state <= STATE_POST_RESET;
    serial_o <= 1'b1;
    bit_timer <= bit_timer_start_value;
    select_packet_bit <= 0;
    data <= 8'h00;
    two_stop_bits <= 1'b0;
    parity_bit <= 1'b0;
    parity_even <= 1'b0;
    write_has_triggered <= 1'b0;
  end
  else begin
    if (!write_i)
      write_has_triggered <= 1'b0;
    case (state)
      STATE_POST_RESET:
        if (bit_timer != 0) begin
          bit_timer <= bit_timer - 1'd1;
        end
        else if (select_packet_bit < 4'd12) begin
          bit_timer <= bit_timer_start_value;
          select_packet_bit <= select_packet_bit + 1'd1;
        end
        else begin
          state <= STATE_IDLE;
        end
      STATE_IDLE:
        begin
          serial_o <= 1'b1;
          bit_timer <= bit_timer_start_value;
          select_packet_bit <= 0;
          if (write_i && !write_has_triggered) begin
            data <= data_i;
            two_stop_bits <= two_stop_bits_i;
            parity_bit <= parity_bit_i;
            parity_even <= parity_even_i;
            write_has_triggered <= 1'b1;
            state <= STATE_SEND_PACKET;
          end
        end
      STATE_SEND_PACKET:
        if (select_packet_bit < total_bits_to_send) begin
          serial_o <= packet[select_packet_bit];
          if (bit_timer != 0) begin
            bit_timer <= bit_timer - 1'd1;
          end
          else begin
            bit_timer <= bit_timer_start_value;
            select_packet_bit <= select_packet_bit + 1'd1;
          end
        end
        else begin
          state <= STATE_IDLE;
        end
      default:
        state <= STATE_IDLE;
    endcase
  end
end
endmodule
[design/flow/config.mk]
export PLATFORM = sky130hd
export DESIGN_NAME = uart
export DESIGN_NICKNAME = uart
export VERILOG_FILES = /design/flow/design.v
export SDC_FILE = /design/flow/constraint.sdc
export NUM_CORES = 4
export LEC_CHECK = 1
export CORE_UTILIZATION = 30
==> run notes <==
run metrics: Initial DRC Count=277, crit-path max cell delay=0.65 ns, HP Class=reg -> reg, Internal=0.00128 W, Num CTS Buffers=9, fillcell total=1,331, Hold Slack=0.506 ns, Hold Vio Cnt, Final=0, diodes inserted=0, Die X=122 µm, grt ovf=0, # DRC=0, Yosys chip area=0.00431 mm², Post-Syn Instances=443, Top cell area share=39.5%, Ports=24, unrepaired setup endpoints after global routing=no, worst-skew pair later-pin latency=0.33 ns, Leak Pwr=2.05 nW, Fin Clk Skew=0.00694 ns, input/output buffers=23, via-per-instance ratio=5.31, CP cell instances=inv_1 -> ha_1 -> nand2b_1 -> or4_1 -> ha_1 -> nor4b_1 -> and4b_1 -> a22o_1, Post-synth EDFFs=0, outcome=finished, final reports clean, post-synth top area cell=dfrtp_1, Clock Path Buffers=2, Root Buffer=clkbuf_16, Vert. Die Dim=122 µm, synth warn=6, critical-path maximum fanout=16, CP delay by family, top=simple AND/OR/NAND/NOR gates, hold_buf cts=0, Power per Cell Area=364 mW/mm², Slew HR=29.6%, area added between synthesis and finish=14.6%, CTS tree=built, Setup WS post-layout=1.51 ns, crit start category=flop, chip area=0.0148 mm², main flop type=dfrtp_1, DP Worst Slack=1.59 ns, Worst Tran Pin Value=1.04 ns, fp util=30.9%, Commonest Layout Cell=dfrtp_1, Tool Warnings=30, Crit Path Class=reg -> reg, vias in the first global route=3,304, RD Place Congestion=0.919, cell area after synthesis=0.00431 mm², Routed WL=8980 µm, fraction of layout cells with a size suffix above 1=12.7%, final worst-path cycle share=67.9%, Core Region=0.0139 mm², Final ANT Viol Nets=0, final setup fails=0, FF+latch count, synth=76, antenna violations before repair=0, largest net degree at the start of global routing=50, clock group share of total power=36.9%, Comb pwr share=16.2%, Max IR drop VDD=0.166 mV, H-tree depth=3, Sw Pwr=0.000516 W, Slew Viols, Final=0, sequential share of power=46.9%, Max Cap Violations=0, worst path required time=4.97 ns, Worst path most repeated cell=ha_1, Max Freq=0.313 GHz, first-pass GRT wire length=15,800 µm, Crit-path slowest cell=nor4b_1, register clock-pin slew on the reported worst setup and hold paths=0.06 ns, Buf/Inv on CP=1, Synth area leaders=dfrtp_1 40%, dfstp_2 4.9%, mux2_2 4.7%, CTS Sinks=76, min Tclk post-route=3.19 ns, Critical Path AT=3.46 ns, Post-CTS Setup Bufs=0, register share after synthesis=44.4%, dpl hpwl=6240 µm, Via Count=3,427, Mean Syn Cell Area=9.72 µm², Netlist cell types=74, Crit. End Element=flop, flop2flop setup slack=1.51 ns, most instantiated logic cells after routing=68 x dfrtp_1, 33 x nand2_1, 31 x a21oi_1, 29 x nor2_1, 28 x o21ai_0, fraction of registers with async set/reset=100%, Post-Route Setup TNS=0 ns, post-CTS sizing=0, # rows=43, drt pass-1 iters=5, # Cells Yosys=443, Total GRT Usage=13.2%, switching share of power=28.7%, drt wl/cell=13.9 µm
-- path summary, 6_finish.rpt --
kind                                              startpoint                    to  depth (start not counted)
worst max register to register  uart_rx.select_packet_bit[0]     uart_rx.packet[5]                          8
max in group asynchronous                            reset_i  uart_rx.bit_timer[3]                          2
worst min register to register             uart_rx.packet[1]     uart_rx.packet[1]                          1
worst min-delay path                       uart_rx.packet[1]     uart_rx.packet[1]                          1
min in group asynchronous                            reset_i       uart_tx.data[1]                          1
worst max-delay path            uart_rx.select_packet_bit[0]     uart_rx.packet[5]                          8
-- state kept, by name (all words and copies together), names as in the netlist --
register / count
uart_rx.packet: 10
uart_tx.data: 8
uart_tx.bit_timer: 16
uart_rx.ack_has_triggered: 1
uart_tx.write_has_triggered: 1
uart_rx.state: 2
uart_rx.bit_timer: 16
uart_tx.state: 2
uart_tx.select_packet_bit: 4
uart_rx.data_o: 8
uart_rx.select_packet_bit: 6
uart_rx.ready_o: 1
uart_tx.serial_o: 1
-- logic make-up after synthesis --
family / count (synthesis) / share of synthesized area (%)
compound gates: 120 / 18.2
xor+xnor: 12 / 2.44
fa+ha+maj: 10 / 2.91
mux: 21 / 5.69
simple gates: 168 / 21.9
flops: 76 / 44.4
buf+inv: 36 / 4.53
-- power groups by stage --
| stage | Sequential, W | Combinational (W) | Clock (W) |
|---|---|---|---|
| global route | 0.000858 | 0.000328 | 0.000714 |
| CTS | 0.000841 | 0.000292 | 0.000689 |
| finish | 0.000843 | 0.000291 | 0.000663 |
-- synthesized netlist by cell type (all sizes together), types with 8 or more instances --
cell	count
a21o	8
a21oi	31
clkbuf	12
dfrtp	68
dfstp	8
ha	10
inv	16
mux2	18
nand2	33
nand2b	8
nand3	17
nor2	29
nor3	18
nor4	10
o21ai	32
or3	12
-- final cells by class --
cell class	instances	area (µm²)	share of cell area (%)
flip-flops and latches	76	1910	38.7
well taps	180	225	4.56
clock buffers	9	225	4.56
multi-input cells	331	2200	44.6
inverters	16	60.1	1.22
clock inverters	7	65.1	1.32
repair buffers	26	250	5.07
-- layer usage --
layer  wire length, µm  GRT usage [%]  vias to the layer above
met5                 0              0                        -
met4                95           2.24                        0
met3               450           2.58                       10
met2              4150           20.3                       83
met1              4280           20.0                     1648
li1                  -              -                     1686
-- metrics by stage --
stage                     instances  utilization (%)  instance area [µm²]  power [W]
final                           645             35.4                 4940    0.00180
after global routing            645             35.4                 4940    0.00190
after CTS                       645             35.4                 4940    0.00182
after detailed placement        629             33.3                 4650    0.00114
after global placement          629             33.3                 4650    0.00114
after floorplan                 443                -                 4310    0.00108
Power figures rest on the tool's default switching activity, not on a simulated workload.
